===== flow/run.sh =====
#!/bin/bash
# OpenROAD 26Q1-2900-gdf79404cd8, Yosys 0.63+post, stock flow scripts
make -C /OpenROAD-flow-scripts/flow DESIGN_CONFIG=/design/flow/config.mk WORK_HOME=/design/flow/orfs finish

===== flow/config.mk =====
export PLATFORM = sky130hd
export DESIGN_NAME = Reg_file
export DESIGN_NICKNAME = Reg_file
export VERILOG_FILES = /design/flow/design.v
export SDC_FILE = /design/flow/constraint.sdc
export NUM_CORES = 4
export LEC_CHECK = 1
export CORE_UTILIZATION = 30
export SYNTH_HDL_FRONTEND = slang

===== flow/constraint.sdc =====
current_design Reg_file

set clk_period 10.9
set clk_io_pct 0.2

create_clock -name clk0 -period $clk_period [get_ports {clk}]

set non_clock_inputs [all_inputs -no_clocks]
set_input_delay [expr $clk_period * $clk_io_pct] -clock clk0 $non_clock_inputs
set_output_delay [expr $clk_period * $clk_io_pct] -clock clk0 [all_outputs]

===== flow/design.v =====
module Reg_file (
	input logic clk, rst_n,
	input logic WE3,
	input logic [4:0] A1, A2, A3,
	input logic [31:0] WD3,
	output logic [31:0] RD1, RD2
);
logic [31:0] R0, R1, R2, R3, R4, R5, R6, R7, R8, R9, R10, R11, R12, R13, R14, R15, R16, R17, R18, R19, R20, R21, R22, R23, R24, R25, R26, R27, R28, R29, R30, R31;
logic [31:0] en;
decoder_wd3 dut0 (.A(A3), .WE3(WE3), .en(en));
reg0_32bit r0 (.RD(R0));
reg_32bit r1 (.clk(clk), .rst_n(rst_n), .en(en[1]), .d(WD3), .q(R1));
reg_32bit r2 (.clk(clk), .rst_n(rst_n), .en(en[2]), .d(WD3), .q(R2));
reg_32bit r3 (.clk(clk), .rst_n(rst_n), .en(en[3]), .d(WD3), .q(R3));
reg_32bit r4 (.clk(clk), .rst_n(rst_n), .en(en[4]), .d(WD3), .q(R4));
reg_32bit r5 (.clk(clk), .rst_n(rst_n), .en(en[5]), .d(WD3), .q(R5));
reg_32bit r6 (.clk(clk), .rst_n(rst_n), .en(en[6]), .d(WD3), .q(R6));
reg_32bit r7 (.clk(clk), .rst_n(rst_n), .en(en[7]), .d(WD3), .q(R7));
reg_32bit r8 (.clk(clk), .rst_n(rst_n), .en(en[8]), .d(WD3), .q(R8));
reg_32bit r9 (.clk(clk), .rst_n(rst_n), .en(en[9]), .d(WD3), .q(R9));
reg_32bit r10 (.clk(clk), .rst_n(rst_n), .en(en[10]), .d(WD3), .q(R10));
reg_32bit r11 (.clk(clk), .rst_n(rst_n), .en(en[11]), .d(WD3), .q(R11));
reg_32bit r12 (.clk(clk), .rst_n(rst_n), .en(en[12]), .d(WD3), .q(R12));
reg_32bit r13 (.clk(clk), .rst_n(rst_n), .en(en[13]), .d(WD3), .q(R13));
reg_32bit r14 (.clk(clk), .rst_n(rst_n), .en(en[14]), .d(WD3), .q(R14));
reg_32bit r15 (.clk(clk), .rst_n(rst_n), .en(en[15]), .d(WD3), .q(R15));
reg_32bit r16 (.clk(clk), .rst_n(rst_n), .en(en[16]), .d(WD3), .q(R16));
reg_32bit r17 (.clk(clk), .rst_n(rst_n), .en(en[17]), .d(WD3), .q(R17));
reg_32bit r18 (.clk(clk), .rst_n(rst_n), .en(en[18]), .d(WD3), .q(R18));
reg_32bit r19 (.clk(clk), .rst_n(rst_n), .en(en[19]), .d(WD3), .q(R19));
reg_32bit r20 (.clk(clk), .rst_n(rst_n), .en(en[20]), .d(WD3), .q(R20));
reg_32bit r21 (.clk(clk), .rst_n(rst_n), .en(en[21]), .d(WD3), .q(R21));
reg_32bit r22 (.clk(clk), .rst_n(rst_n), .en(en[22]), .d(WD3), .q(R22));
reg_32bit r23 (.clk(clk), .rst_n(rst_n), .en(en[23]), .d(WD3), .q(R23));
reg_32bit r24 (.clk(clk), .rst_n(rst_n), .en(en[24]), .d(WD3), .q(R24));
reg_32bit r25 (.clk(clk), .rst_n(rst_n), .en(en[25]), .d(WD3), .q(R25));
reg_32bit r26 (.clk(clk), .rst_n(rst_n), .en(en[26]), .d(WD3), .q(R26));
reg_32bit r27 (.clk(clk), .rst_n(rst_n), .en(en[27]), .d(WD3), .q(R27));
reg_32bit r28 (.clk(clk), .rst_n(rst_n), .en(en[28]), .d(WD3), .q(R28));
reg_32bit r29 (.clk(clk), .rst_n(rst_n), .en(en[29]), .d(WD3), .q(R29));
reg_32bit r30 (.clk(clk), .rst_n(rst_n), .en(en[30]), .d(WD3), .q(R30));
reg_32bit r31 (.clk(clk), .rst_n(rst_n), .en(en[31]), .d(WD3), .q(R31));
mux32_1 rd1 (
	.A(A1),
	.in0(R0),
	.in1(R1),
	.in2(R2),
	.in3(R3),
	.in4(R4),
	.in5(R5),
	.in6(R6),
	.in7(R7),
	.in8(R8),
	.in9(R9),
	.in10(R10),
	.in11(R11),
	.in12(R12),
	.in13(R13),
	.in14(R14),
	.in15(R15),
	.in16(R16),
	.in17(R17),
	.in18(R18),
	.in19(R19),
	.in20(R20),
	.in21(R21),
	.in22(R22),
	.in23(R23),
	.in24(R24),
	.in25(R25),
	.in26(R26),
	.in27(R27),
	.in28(R28),
	.in29(R29),
	.in30(R30),
	.in31(R31),
	.out(RD1)
);
mux32_1 rd2 (
	.A(A2),
	.in0(R0),
	.in1(R1),
	.in2(R2),
	.in3(R3),
	.in4(R4),
	.in5(R5),
	.in6(R6),
	.in7(R7),
	.in8(R8),
	.in9(R9),
	.in10(R10),
	.in11(R11),
	.in12(R12),
	.in13(R13),
	.in14(R14),
	.in15(R15),
	.in16(R16),
	.in17(R17),
	.in18(R18),
	.in19(R19),
	.in20(R20),
	.in21(R21),
	.in22(R22),
	.in23(R23),
	.in24(R24),
	.in25(R25),
	.in26(R26),
	.in27(R27),
	.in28(R28),
	.in29(R29),
	.in30(R30),
	.in31(R31),
	.out(RD2)
);
endmodule : Reg_file
module mux32_1 (
	input logic [4:0] A,
	input logic [31:0] in0, in1, in2, in3, in4, in5, in6, in7, in8, in9, in10, in11, in12, in13, in14, in15, in16, in17, in18, in19, in20, in21, in22, in23, in24, in25, in26, in27, in28, in29, in30, in31,
	output logic [31:0] out
);
always @(*) begin
	case (A)
		5'h00:	out = in0;
		5'h01:	out = in1;
		5'h02:	out = in2;
		5'h03:	out = in3;
		5'h04:	out = in4;
		5'h05:	out = in5;
		5'h06:	out = in6;
		5'h07:	out = in7;
		5'h08:	out = in8;
		5'h09:	out = in9;
		5'h0A:	out = in10;
		5'h0B:	out = in11;
		5'h0C:	out = in12;
		5'h0D:	out = in13;
		5'h0E:	out = in14;
		5'h0F:	out = in15;
		5'h10:	out = in16;
		5'h11:	out = in17;
		5'h12:	out = in18;
		5'h13:	out = in19;
		5'h14:	out = in20;
		5'h15:	out = in21;
		5'h16:	out = in22;
		5'h17:	out = in23;
		5'h18:	out = in24;
		5'h19:	out = in25;
		5'h1A:	out = in26;
		5'h1B:	out = in27;
		5'h1C:	out = in28;
		5'h1D:	out = in29;
		5'h1E:	out = in30;
		5'h1F:	out = in31;
	endcase
end
endmodule : mux32_1
module decoder_wd3 (
	input logic [4:0] A,
	input logic WE3,
	output logic [31:0] en
);
always @(*) begin
	case (A)
		5'h00:	en = 32'h0000_0001 & {32{WE3}};
		5'h01:	en = 32'h0000_0002 & {32{WE3}};
		5'h02:	en = 32'h0000_0004 & {32{WE3}};
		5'h03:	en = 32'h0000_0008 & {32{WE3}};
		5'h04:	en = 32'h0000_0010 & {32{WE3}};
		5'h05:	en = 32'h0000_0020 & {32{WE3}};
		5'h06:	en = 32'h0000_0040 & {32{WE3}};
		5'h07:	en = 32'h0000_0080 & {32{WE3}};
		5'h08:	en = 32'h0000_0100 & {32{WE3}};
		5'h09:	en = 32'h0000_0200 & {32{WE3}};
		5'h0A:	en = 32'h0000_0400 & {32{WE3}};
		5'h0B:	en = 32'h0000_0800 & {32{WE3}};
		5'h0C:	en = 32'h0000_1000 & {32{WE3}};
		5'h0D:	en = 32'h0000_2000 & {32{WE3}};
		5'h0E:	en = 32'h0000_4000 & {32{WE3}};
		5'h0F:	en = 32'h0000_8000 & {32{WE3}};
		5'h10:	en = 32'h0001_0000 & {32{WE3}};
		5'h11:	en = 32'h0002_0001 & {32{WE3}};
		5'h12:	en = 32'h0004_0001 & {32{WE3}};
		5'h13:	en = 32'h0008_0001 & {32{WE3}};
		5'h14:	en = 32'h0010_0001 & {32{WE3}};
		5'h15:	en = 32'h0020_0001 & {32{WE3}};
		5'h16:	en = 32'h0040_0001 & {32{WE3}};
		5'h17:	en = 32'h0080_0001 & {32{WE3}};
		5'h18:	en = 32'h0100_0001 & {32{WE3}};
		5'h19:	en = 32'h0200_0001 & {32{WE3}};
		5'h1A:	en = 32'h0400_0001 & {32{WE3}};
		5'h1B:	en = 32'h0800_0001 & {32{WE3}};
		5'h1C:	en = 32'h1000_0001 & {32{WE3}};
		5'h1D:	en = 32'h2000_0001 & {32{WE3}};
		5'h1E:	en = 32'h4000_0001 & {32{WE3}};
		5'h1F:	en = 32'h8000_0001 & {32{WE3}};
	endcase
end
endmodule : decoder_wd3
module reg0_32bit (
	output logic [31:0] RD
);
assign RD = 32'h0000_0000;
endmodule : reg0_32bit
module reg_32bit (
	input logic clk, rst_n,
	input logic en,
	input logic [31:0] d,
	output logic [31:0] q
);
always @(posedge clk or negedge rst_n) begin
	if (~rst_n) begin
		q <= 32'h0000_0000;
	end else if (en) begin
		q <= d;
	end
end
endmodule : reg_32bit

==> flow_metrics.env <==
# flow metrics
export IMPL_status="completed"
export IMPL_vias_per_cell=6.61
export IMPL_cts_sinks=992
export IMPL_async_flop_share=1.00
export IMPL_dp_cells=6317
export IMPL_synthFlopType="dfrtp_1"
export IMPL_cp_end_kind="output pin"
export IMPL_gp_congestion=1.04
export IMPL_worstMarginPinSlew_ns=1.19
export IMPL_leakagePower_uw=0.0253
export IMPL_synthToLayoutAreaGrowth_pct=15.2
export IMPL_report_final_slew_viol_count=0
export IMPL_cpMostUsedCell="buf_4"
export IMPL_top_logic_kind="multiplexers"
export IMPL_cts_tree="built"
export IMPL_seq_area_frac_synth=0.490
export IMPL_postSynthCellCount=4222
export IMPL_cts_made_buffers=111
export IMPL_cp_start_kind="input pin"
export IMPL_fin_cells=6516
export IMPL_setup_violations_final=0
export IMPL_topCellsByArea="dfrtp_1 (49%), mux2_2 (23%), a22oi_1 (8.3%), and3_1 (2.1%), clkbuf_1 (2.0%)"
export IMPL_cts_reportedPaths_clkPinSlew_ns=0.06
export IMPL_drt_pass1_iter_count=9
export IMPL_synth_top_area_share=0.490
export IMPL_grtUsageTotal=0.303
export IMPL_cp_startpoint="A1[2]"
export IMPL_hpwl_um=151000
export IMPL_die_h_um=413
export IMPL_grt_start_max_net_pins=122
export IMPL_report_final_hold_viol_count=0
export IMPL_cp_max_fo=20
export IMPL_antenna_found_initial=12
export IMPL_slew_headroom=0.202
export IMPL_ys_types=62
export IMPL_ys_sh_adder=0
export IMPL_top_cell="mux2_2"
export IMPL_max_freq_mhz=112
export IMPL_slowest_stage="clkdlybuf4s50_1"
export IMPL_fp_utilization=0.302
export IMPL_crit_type="input pin to output pin"
export IMPL_p_total_uw=10400
export IMPL_port_buffers=113
export IMPL_max_cap_violations=0
export IMPL_hold_start="r15.q[4]"
export IMPL_syn_area_per_cell_um2=12.0
export IMPL_num_vias=43000
export IMPL_rsz0062_at_grt="no"
export IMPL_r2r_start="r7.q[17]"
export IMPL_crit_family="buffers and inverters"
export IMPL_warnings=40
export IMPL_syn_area_mm2=0.0506
export IMPL_cellPowerDensity_mw_per_mm2=179
export IMPL_clock_latency_ns=0.75
export IMPL_crit_chain="clkdlybuf4s50_1 -> buf_4 -> nor3b_2 -> buf_4 -> and2_2 -> buf_4 -> a22oi_1 -> nand4_1 -> or4_1 -> clkdlybuf4s50_1"
export IMPL_fillers=16200
export IMPL_placed_area_mm2=0.0547
export IMPL_avgRoutedWirePerCell_um=38.8
export IMPL_stdcell_area_mm2=0.0583
export IMPL_finalCriticalPeriod_ns=8.91
export IMPL_htree_levels=3
export IMPL_min_delay_path_class="register to register"
export IMPL_grt_pass1_wl_um=346000
export IMPL_chipWidth_um=413
export IMPL_mux_share=0.249
export IMPL_tns_ns=0
export IMPL_yosys_area_share_aoi=0.139
export IMPL_placementRows=150
export IMPL_synth_top_cell_by_area="dfrtp_1"
export IMPL_postRouteAntennaNets=0
export IMPL_utilization=0.348
export IMPL_skew_ns=0
export IMPL_overflow=0
export IMPL_ys_area_mm2=0.0506
export IMPL_postCtsSetupBuffers=0
export IMPL_first_global_vias=42800
export IMPL_ctsLongestPathBuffers=3
export IMPL_chipArea_mm2=0.170
export IMPL_ys_cells=4222
export IMPL_ys_warn_count=0
export IMPL_wirelength_um=253000
export IMPL_slowest_delay_ns=0.81
export IMPL_ys_sh_xor=0
export IMPL_postCtsResizedCells=0
export IMPL_peakVddDrop_uv=122
export IMPL_route_detailed_drc=0
export IMPL_worstPathArrival_ns=6.73
export IMPL_clockRootBuffer="clkbuf_16"
export IMPL_crit_required_ns=8.72
export IMPL_path_buffers=5
export IMPL_core_mm2=0.167
export IMPL_edf_count=0
export IMPL_dr_first_iter_drc_count=5470
export IMPL_drive_gt1_frac=0.354
export IMPL_postCtsHoldBufs=0
export IMPL_synthTopCellsByCount="mux2_2 (1,030), dfrtp_1 (992), a22oi_1 (558), clkbuf_1 (275), and3_1 (169)"
export IMPL_synth_flops=992
export IMPL_pin_count=114
export IMPL_period_used=0.817
export IMPL_yosys_area_share_simple=0.0853
## area by class of cell
cell class	count	area, um2	area share
Timing Repair Buffer	320	2730	0.0468
Tap cell	2204	2760	0.0473
Multi-Input combinational cell	2796	24400	0.419
Clock inverter	34	369	0.00633
Antenna cell	6	15.0	0.000258
Inverter	5	18.8	0.000322
Sequential cell	992	24800	0.426
Clock buffer	159	3170	0.0543
## logic make-up after synthesis
| logic type | Yosys count |
|---|---|
| AOI/OAI and AO/OA | 901 |
| buffers and inverters | 434 |
| DFF | 992 |
| muxes | 1130 |
| and+or+nand+nor | 765 |
## routing by layer
layer	track usage	vias up	share of wire	routed length (um)
met5	0.00961	-	0.0017	434
met4	0.167	32	0.074	18800
met3	0.198	1098	0.17	43700
met2	0.402	3689	0.40	100000
met1	0.371	21900	0.35	89600
li1	-	16300	-	-
## per-stage QoR
| step | hold WS, ns | worst slack, ns |
|---|---|---|
| 6_report | 0.529 | 1.99 |
| 5_1_grt | 0.535 | 2.13 |
| 4_1_cts | 0.527 | 2.33 |
| 3_5_place_dp | 0.514 | 2.35 |
| 3_3_place_gp | 0.506 | 2.37 |
| 2_1_floorplan | 0.485 | 4.90 |
## layout by cell type, fill, tap and decap left out, types with 9 or more instances in the layout
cell type        synthesis  layout
nor2_1                  97      57
buf_4                   14     204
and2_2                   0      17
nor2_4                   0      32
clkinv_2                 0      20
nor2b_1                 14      10
dfrtp_1                992     992
a32oi_1                 12      12
or4_1                   48      48
a221oi_1                19      19
nand2_2                  0       9
nand2_1                105      96
nor2_2                   1       9
a2111oi_0               46      46
and3_1                 169     168
nand4_1                116     116
nand3_1                 96      96
a22oi_1                558     558
a21oi_1                 35      35
o2bb2ai_1               19      19
clkbuf_16                0     111
nand3b_1                11      11
o22ai_1                 14      14
o21ai_0                 22      22
clkbuf_8                 0      21
clkdlybuf4s50_1          0     105
a22o_1                  99      99
a222oi_1                19      19
o2111ai_1               13      13
nor4_1                  14      12
mux2i_1                 99      99
mux2_2                1030    1030
clkbuf_1               275      27
## where the power goes
group	switching, uW	leakage (uW)	internal (uW)
clock network	1600	0.00175	2130
registers	680	0.0127	4400
logic	787	0.0109	858
## path summary, 6_finish.rpt
| kind | endpoint | slack, ns | cells past startpoint |
|---|---|---|---|
| setup / recovery | RD1[4] | 1.99 | 10 |
| hold / removal | r15.q[4] | 0.53 | 1 |
| setup reg to reg | r7.q[17] | 9.99 | 1 |
| hold reg to reg | r15.q[4] | 0.53 | 1 |
| max in group asynchronous | r20.q[2] | 6.93 | 4 |
| min in group asynchronous | r25.q[13] | 1.47 | 1 |
Power figures rest on the tool's default switching activity, not on a simulated workload.
