==> ./design.v <==
module DataMem (
	input logic clk,
	input logic WE,
	input logic [31:0] A,
	input logic [31:0] WD,
	output logic [31:0] RD
);
reg [31:0] mem [0:255] = '{default: 32'h0000_0000};
always @(posedge clk) begin
	if (WE) begin
		mem[A[31:0]] <= WD;
	end
end
assign RD = mem[A[31:0]];
endmodule : DataMem
==> ./run.sh <==
#!/bin/bash
# OpenROAD 26Q1-2900-gdf79404cd8, Yosys 0.63+post, stock flow scripts
make -C /OpenROAD-flow-scripts/flow DESIGN_CONFIG=/design/flow/config.mk WORK_HOME=/design/flow/orfs finish
==> ./config.mk <==
export PLATFORM = sky130hd
export DESIGN_NAME = DataMem
export DESIGN_NICKNAME = DataMem
export VERILOG_FILES = /design/flow/design.v
export SDC_FILE = /design/flow/constraint.sdc
export NUM_CORES = 4
export LEC_CHECK = 1
export CORE_UTILIZATION = 50
export SYNTH_HDL_FRONTEND = slang
export SYNTH_MEMORY_MAX_BITS = 65536
==> ./constraint.sdc <==
current_design DataMem

set clk_period 70.2
set clk_io_pct 0.2

create_clock -name clk0 -period $clk_period [get_ports {clk}]

set non_clock_inputs [all_inputs -no_clocks]
set_input_delay [expr $clk_period * $clk_io_pct] -clock clk0 $non_clock_inputs
set_output_delay [expr $clk_period * $clk_io_pct] -clock clk0 [all_outputs]
==> out/qor.yml <==
sta:
  slew_headroom_pct: 12.2
  max_slew.worst_pin.slew_ns: 1.30
  rsz0062_at_grt: "no"
  drv_slew: 0
  period_used_pct: 54.3
  setup_violations: 0
  fin_worst_hold_slack_ns: 13.25
  fin_crit_ns: 38.10
  max_freq_mhz: 26.2
  hold_viol: 0
  tns_ns: 0
grt:
  grt_pass1_vias: 165000
  grt_max_degree: 101
  grt_use_total_pct: 31.1
  grt_pass1_wl_mm: 1180
  grt_antenna_before_repair: 31
  grt_overflow: 0
routing:
  final_antenna_net_count: 0
  viasPerCell: 6.36
  drt_pass1_iterations: 5
  vias: 145000
  drc: 0
  drtIter0Drc: 9150
  routed_wl_mm: 842
  wl_per_cell_um: 37.1
run:
  cap_violations: 0
  tool_warnings: 53
setup_path:
  cp-end-kind: "output port"
  cp-start-kind: "primary input"
  required_ns: 56.16
  cp_max_fo: 64
  arrival_ns: 24.06
  critPathLaunch: "A[0]"
  worstSetupPathType: "in -> out"
floorplanning:
  rows: 288
  ios: 98
  fp_util_pct: 50.2
  fp.dieArea_um2: 620000
  fp.dieW_um: 787
  core_area_um2: 615000
  die_h_um: 787
cts:
  cts-root-buf: "clkbuf_16"
  clkSlewWorstSetupHoldPaths_ns: 0.06
  clockBufferDepth: 4
  cts_max_level: 6
  cts_tree: "done"
  cts_resized: 0
  hold_buffers: 0
  cts_made_buffers: 803
  cts_sinks: 8192
  post_cts_buffers: 0
power:
  p_leak_nw: 107
  power.switching_w: 0.00212
  powerDensity_nw_per_um2: 28.6
  p_sw_share_pct: 21.2
  p_clk_share_pct: 41.4
  p_seq_share_pct: 53.9
  p_comb_share_pct: 4.7
  p_int_w: 0.00790
  max-vdd-ir-drop_mv: 0.0326
synth:
  avgSynthCellArea_um2: 23.6
  postSynth.asyncResetShare_pct: 0
  top_cells_by_area: "edfxtp_1 80%, mux4_2 15%, a22oi_1 2.5%"
  ys_cells: 13100
  ff_type: "edfxtp_1"
  synth_top_area_share_pct: 79.8
  synthDistinctLibCells: 21
  yosysTopAreaCell: "edfxtp_1"
  ys_area_um2: 308000
  yosysSeqAreaShare_pct: 79.8
  edf_count: 8192
  synth_warnings: 0
  syn-cell-area_um2: 308000
  syn_inst: 13100
  ys_ff: 8192
cells_and_area:
  lay_top_count: "edfxtp_1"
  largest_reg_flops: 8192
  layout_top_cells: "8192 x edfxtp_1, 2048 x mux4_2, 1024 x a22oi_1"
  area_delta_synth_final_pct: 13.7
  drive_gt1_share_pct: 29.9
  design_area_um2: 350000
placed_design:
  postPlaceCellArea_um2: 325000
  gp_congestion: 0.866
  io_buffers: 73
  dpl.hpwl_mm: 477
min_path:
  min_path_type: "in -> reg"
  hold_depth: 1
  hold_path.startpoint: "WD[23]"
status:
  outcome: "finished clean"
==> Yosys cell counts, drive strengths merged, types with 2 or more instances <==
master,n
a21oi,512
a22oi,1024
and2,3
buf,298
clkbuf,498
edfxtp,8192
mux4,2048
nand2,28
nand2b,6
nand3,13
nand4,32
nor2,232
nor2b,7
nor3,30
o41ai,128
or2,2
==> final cells by class <==
| cell class | instances | area, µm² |
|---|---|---|
| well taps | 8120 | 10200 |
| multi-input cells | 4066 | 61700 |
| clock inverters | 481 | 4490 |
| clock buffers | 982 | 20900 |
| flip-flops and latches | 8192 | 246000 |
| inverters | 1 | 3.75 |
| fillers | 42700 | 264000 |
| repair buffers | 872 | 7160 |
| diodes | 23 | 57.6 |
==> final timing paths <==
check               endpoint  slack [ns]
max                   RD[22]       32.10
min    mem[89][23]$_DFFE_PP_       13.25
==> critical path, cell delays in order <==
cell and delay, ns:
buf_16 0.34, buf_4 0.46, buf_4 0.68, buf_4 0.65, buf_4 0.53, buf_4 0.65
buf_4 0.67, buf_4 0.69, buf_4 0.70, buf_4 0.68, mux4_2 0.59, a22oi_1 0.22
a21oi_1 0.16, o41ai_2 1.07, buf_4 0.25, nand4_1 0.65, clkdlybuf4s50_1 0.64
==> kinds of logic after synthesis <==
group	count (synthesis)	share of synthesized area (%)
AND-OR/OR-AND	1664	3.69
buffers and inverters	797	1.09
flip-flops	8192	79.8
multiplexers	2048	15.0
AND/OR/NAND/NOR	354	0.490
==> metal layers <==
metal  share of wire (%)  global-route usage, %  up-vias
met2                  46                   43.0    11900
met4                 5.5                   12.2       67
met5                0.33                   3.72        -
met1                  26                   33.4    72400
li1                    -                      -    58700
met3                  21                   28.7     1530
==> through the flow <==
step           instances  worst slack (ns)  power, W  utilization [%]
3_3_place_gp       21300             32.06   0.00596             52.9
4_1_cts            22700             31.84    0.0101             57.0
5_1_grt            22700             31.33    0.0103             57.0
6_report           22700             32.10    0.0100             57.0
3_5_place_dp       21300             31.86   0.00597             52.9
2_1_floorplan      13100             40.26   0.00572                -
==> power by group through the flow <==
| stage | logic, W | registers, W | clock network (W) |
|---|---|---|---|
| after CTS | 0.000475 | 0.00539 | 0.00421 |
| after global routing | 0.000503 | 0.00539 | 0.00440 |
| final | 0.000472 | 0.00539 | 0.00415 |
Power and IR drop assume default switching activity.
